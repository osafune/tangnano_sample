<file path="./config.mk">
export PLATFORM = sky130hd
export DESIGN_NAME = rgb_lampy
export DESIGN_NICKNAME = rgb_lampy
export VERILOG_FILES = /design/flow/design.v
export SDC_FILE = /design/flow/constraint.sdc
export NUM_CORES = 4
export LEC_CHECK = 1
export CORE_UTILIZATION = 40
</file>
<file path="./run.sh">
#!/bin/bash
# OpenROAD 26Q1-2900-gdf79404cd8, Yosys 0.63+post, stock flow scripts
make -C /OpenROAD-flow-scripts/flow DESIGN_CONFIG=/design/flow/config.mk WORK_HOME=/design/flow/orfs finish
</file>
<file path="./constraint.sdc">
current_design rgb_lampy

set clk_period 6.6
set clk_io_pct 0.2

create_clock -name clk0 -period $clk_period [get_ports {clock}]

set non_clock_inputs [all_inputs -no_clocks]
set_input_delay [expr $clk_period * $clk_io_pct] -clock clk0 $non_clock_inputs
set_output_delay [expr $clk_period * $clk_io_pct] -clock clk0 [all_outputs]
</file>
<file path="./design.v">
`default_nettype none
module rgb_lampy (
	input wire		clock,
	input wire		reset,
	output wire		pwm_red,
	output wire		pwm_green,
	output wire		pwm_blue
);
	reg  [26:0]		count_reg;
	wire			pwm_enable_sig;
	wire [7:0]		pwm_count_sig, pwm_value_sig;
	wire [2:0]		phase_sig;
	wire [7:0]		r_value_sig, g_value_sig, b_value_sig;
	reg				r_out_reg, g_out_reg, b_out_reg;
	assign pwm_enable_sig = (count_reg[6:0] == 0);
	assign pwm_count_sig = count_reg[14:7];
	assign pwm_value_sig = count_reg[23:16];
	assign phase_sig = count_reg[26:24];
	assign r_value_sig =
				(phase_sig == 3'd4 || phase_sig == 3'd5)? 8'd0 :
				(phase_sig == 3'd1 || phase_sig == 3'd2)? 8'd255 :
				(phase_sig == 3'd0)? pwm_value_sig : ~pwm_value_sig;
	assign g_value_sig =
				(phase_sig == 3'd2 || phase_sig == 3'd3)? 8'd0 :
				(phase_sig == 3'd0 || phase_sig == 3'd5)? 8'd255 :
				(phase_sig == 3'd4)? pwm_value_sig : ~pwm_value_sig;
	assign b_value_sig =
				(phase_sig == 3'd0 || phase_sig == 3'd1)? 8'd0 :
				(phase_sig == 3'd3 || phase_sig == 3'd4)? 8'd255 :
				(phase_sig == 3'd2)? pwm_value_sig : ~pwm_value_sig;
	always @(posedge clock or posedge reset) begin
		if (reset) begin
			count_reg <= 1'd0;
			r_out_reg <= 1'b0;
			g_out_reg <= 1'b0;
			b_out_reg <= 1'b0;
		end
		else begin
			if (count_reg == 27'h5ffffff) begin
				count_reg <= 1'd0;
			end
			else begin
				count_reg <= count_reg + 1'd1;
			end
			if (pwm_enable_sig) begin
				if (pwm_count_sig == 0 && r_value_sig != 0) begin
					r_out_reg <= 1'b1;
				end
				else if (pwm_count_sig == r_value_sig) begin
					r_out_reg <= 1'b0;
				end
				if (pwm_count_sig == 0 && g_value_sig != 0) begin
					g_out_reg <= 1'b1;
				end
				else if (pwm_count_sig == g_value_sig) begin
					g_out_reg <= 1'b0;
				end
				if (pwm_count_sig == 0 && b_value_sig != 0) begin
					b_out_reg <= 1'b1;
				end
				else if (pwm_count_sig == b_value_sig) begin
					b_out_reg <= 1'b0;
				end
			end
		end
	end
	assign pwm_red = r_out_reg;
	assign pwm_green = g_out_reg;
	assign pwm_blue = b_out_reg;
endmodule
</file>
==> run summary <==
Status of the implementation.

- The run finished with clean final reports.
- The number of cells on the worst reg-to-reg path is 6.
- In the layout the commonest cells are sky130_fd_sc_hd__dfrtp_1 (30), sky130_fd_sc_hd__xnor2_1 (26), sky130_fd_sc_hd__nor2_1 (25).
- With fillers left out, the area of the finished cells amounts to 2590 µm².
- The share of the core filled with cells in the final layout is 43.2%, for reference.
- The critical path is of the reg -> reg type.
- The share of total power dissipated in sequential elements is 52.5%.
- Endpoints failing hold in the final report were tallied at 0.
- Multiplexer cells account for 0.849% of the synthesized area.
- The final layout contains routed wiring with a total length of 5960 µm.
- Looking at the reg2reg group, the worst path starts from count_reg[26].
- The final weighted congestion recorded by global placement is 0.879.
- The longest clock path from root to sink contains 2 buffers.
- After synthesis, the mean cell area works out to 8.33 µm².
- The area growth from synthesis to layout is 3.29%.
- By instance count after routing, the leading logic cell type is sky130_fd_sc_hd__dfrtp_1.
- The number of buffers inserted during clock tree synthesis is 5, for reference.
- In the finished design, the share of the clock period the worst path needs comes to 38.5%.
- The number of H-tree branching levels is 2, for reference.
- The max-slew violation count is 0, for reference.
- The worst supply voltage drop on vdd is 0.0969 mV, for reference.
- The data arrival time of the critical path is 2.72 ns, for reference.
- The script extracted a net switching power of 0.0813 mW.
- Sequential cells were found to cover 30.0% of the synthesized design area.
- STA shows the worst min-delay path finishing at b_out_reg.
- Setup repair after global routing left no endpoint under its margin.
- The beginning of the worst hold path is b_out_reg, for reference.
- The synthesized design contains 0 enable-type register cells.
- The full die area is 6590 µm², for reference.
- The root cell of the clock tree is sky130_fd_sc_hd__clkbuf_8, for reference.
- The placeable core region is 5990 µm², for reference.
- After layout, the setup clock skew is reported as 0.00866 ns.
- The number of maximum-capacitance violations recorded for the run is 0.
- The initial utilization of the core area, before any placement, comes to 41.8%.
- Total global-route track usage over all layers is 20.5%.
- The number of standard cells after synthesis is 301, for reference.
- The number of flip-flops under the largest register name is 27, for reference.
- The DRC violations left is 0, for reference.
- The synthesized netlist contains 53 unique library cells.
- The number of global-route vias before repair is 1919, for reference.
- The finished layout holds 362 standard cells, fillers aside.
- For this design, Yosys synthesis ends with a cell count of 301.
- Summing over the stages, the warning tally comes to 26.
- The x dimension of the die is 81.2 µm, for reference.
- The area share of and/or/nand/nor cells after synthesis is 23.5%, for reference.
- The static leakage is 1.09 nW, for reference.
- The proportion of power drawn by the clock network is 46.1%, for reference.
- The placement row count is 28, for reference.
- The adder and majority cell fraction of the synthesized area is 0.999%, for reference.
- The minimum period implied by the final worst setup slack is 2.54 ns, for reference.
- As reported, the later end of the worst-skew pair has a clock insertion delay of 0.29 ns.
- Yosys reported that registers with async set or reset make up 100%.
- The post-synthesis share of cell area spent on xor and xnor gates is 14.0%, for reference.
- Derived from the worst setup path, the maximum achievable clock frequency is 394 MHz.
- The HPWL after detailed placement is 4020 µm, for reference.
- The number of iterations in the first detailed-routing pass is 4, for reference.
- The script logs the ratio of routed vias to standard cells as 5.70.
- The number of endpoints failing setup at the final stage is 0, for reference.
- In this run switching power makes up 23.2% of total power.
- The post-CTS clock slew at the launch and capture registers of the worst setup and hold paths is 0.08 ns, for reference.
- Warnings reported by Yosys during synthesis add up to 1.
- The number of top-level pins is 5, for reference.
- The slack of the worst reg-to-reg path is 4.06 ns, for reference.
- The transition time recorded at the tightest slew-check pin is 0.588 ns.
- Entering global routing, the biggest net connects 45 pins.
- TritonCTS built the clock tree.
- The startpoint type of the worst setup path is a register, for reference.
- In this run the cell area of the synthesized design comes to 2510 µm².
- Headroom to the max-slew limit came out at 60.8%.
- The worst setup path is captured at a register.
- The post-cts hold buffer count is 0, for reference.
- The vertical die dimension is 81.2 µm, for reference.
- The stat command in Yosys gives a chip area of 2510 µm².
- The post-cts sizing count is 0, for reference.
- 0 antenna diodes ended up in the layout.
- The main logic family after synthesis is simple AND/OR/NAND/NOR gates, for reference.
- Of the total synthesized cell area, the portion taken by AND-OR and OR-AND cells is 22.1%.
- The first global-routing pass estimated 9960 µm of wire.
- The areal power density over the cells is 135 nW/µm², for reference.
- In the synthesized netlist the dominant register cell turns out to be sky130_fd_sc_hd__dfrtp_1.
- Across all layers, the routed design uses 2062 vias.
- Port buffering added 4 buffers.
- In this run the worst hold path is classified as reg -> reg.
- In this run, the number of DRC markers left after iteration 0 of detailed routing was 200.
- For the final routed database, the setup TNS stands at 0 ns.
- Once the clock tree was built, the setup fixing pass inserted 0 buffers.
- The register bit total from synthesis is 30, for reference.
- The total grt overflow is 0, for reference.
- The combinational group share of total power is 1.3%, for reference.
- The area of placed instances is 2490 µm², for reference.
- The per-cell routed wire length is 16.5 µm, for reference.
- The required time at the worst endpoint is listed as 6.78 ns.
- The worst register-to-register path ends at b_out_reg.
- Along the worst hold path, the cell count comes to 1.
- The highest net fanout along the worst path is 20, for reference.
- Per the placement report, the placed cell count is 354.
- The number of antenna violations at the first check in global routing was 0.
- The internal power is 0.268 mW, for reference.
- The residual antenna-violating net count after detailed routing is 0, for reference.
- The clock sink count is 30, for reference.
- The number of filler instances in the final layout is 575, for reference.
- The final hold slack is 0.493 ns, for reference.
- Of the cells placed in the final design, the portion with a size suffix greater than 1 is 7.67%.
-- logic make-up (layout without fill, tap and decap cells) --
logic type | count (synthesis) | count (layout)
simple gates | 104 | 104
compound gates | 81 | 81
buf+inv | 42 | 28
xor+xnor | 40 | 40
flops | 30 | 30
fa+ha+maj | 2 | 2
mux | 2 | 2
-- power groups by stage --
stage         sequential [mW]  combinational [mW]  clock [mW]
CTS                     0.184             0.00515       0.164
global route            0.184             0.00573       0.176
finish                  0.184             0.00462       0.161
-- final cells by class --
| cell class | instances | area (µm²) | share of cell area (%) |
|---|---|---|---|
| multi-input cells | 229 | 1540 | 59.4 |
| flip-flops and latches | 30 | 751 | 29.0 |
| well taps | 75 | 93.8 | 3.62 |
| clock buffers | 6 | 82.6 | 3.19 |
| repair buffers | 7 | 62.6 | 2.42 |
| inverters | 13 | 48.8 | 1.88 |
| clock inverters | 2 | 12.5 | 0.483 |
-- worst max-delay path, cell delays in order, from the launching register on --
cell and delay (ns):
sky130_fd_sc_hd__dfrtp_1 0.72, sky130_fd_sc_hd__clkinv_1 0.59, sky130_fd_sc_hd__a22oi_1 0.36, sky130_fd_sc_hd__xor2_1 0.10, sky130_fd_sc_hd__nor4_1 0.29, sky130_fd_sc_hd__nand4_1 0.15, sky130_fd_sc_hd__a21o_1 0.21
-- stage by stage --
step                worst slack, ns  power (mW)
CTS                            4.08       0.353
finish                         4.06       0.350
global placement               4.14       0.192
detailed placement             4.10       0.192
global route                   3.78       0.365
floorplan                      4.65       0.190
-- cells in the mapped netlist, types with 2 or more instances --
library cell,number,area share (%)
sky130_fd_sc_hd__buf_2,9,1.8
sky130_fd_sc_hd__buf_6,4,1.8
sky130_fd_sc_hd__nor2_1,25,3.7
sky130_fd_sc_hd__a22oi_1,13,3.9
sky130_fd_sc_hd__buf_4,3,0.90
sky130_fd_sc_hd__o21ai_0,22,4.4
sky130_fd_sc_hd__o21a_1,8,2.4
sky130_fd_sc_hd__dfrtp_1,30,30
sky130_fd_sc_hd__a21o_1,2,0.60
sky130_fd_sc_hd__nor2b_1,3,0.75
sky130_fd_sc_hd__o22ai_1,3,0.75
sky130_fd_sc_hd__inv_1,11,1.6
sky130_fd_sc_hd__and3_1,2,0.50
sky130_fd_sc_hd__nand4_1,7,1.7
sky130_fd_sc_hd__ha_1,2,1.0
sky130_fd_sc_hd__or3_1,6,1.5
sky130_fd_sc_hd__o221ai_1,2,0.70
sky130_fd_sc_hd__nand3_1,8,1.6
sky130_fd_sc_hd__a21oi_1,6,1.2
sky130_fd_sc_hd__a31oi_1,3,0.75
sky130_fd_sc_hd__o32ai_1,5,1.7
sky130_fd_sc_hd__nor3_1,11,2.2
sky130_fd_sc_hd__o2bb2ai_1,2,0.70
sky130_fd_sc_hd__nand3b_1,2,0.60
sky130_fd_sc_hd__nand2b_1,4,1.0
sky130_fd_sc_hd__o31ai_1,5,1.5
sky130_fd_sc_hd__clkbuf_4,2,0.60
sky130_fd_sc_hd__o31a_1,4,1.4
sky130_fd_sc_hd__nand2_1,17,2.5
sky130_fd_sc_hd__nor3_2,2,0.80
sky130_fd_sc_hd__xor2_1,14,4.9
sky130_fd_sc_hd__clkbuf_1,11,1.6
sky130_fd_sc_hd__nor4_1,5,1.2
sky130_fd_sc_hd__xnor2_1,26,9.1
sky130_fd_sc_hd__or2_2,2,0.50
sky130_fd_sc_hd__a41oi_1,2,0.70
sky130_fd_sc_hd__clkinv_1,2,0.30
-- per-layer routing --
metal / vias up / track usage (%) / share of wire, %
met3: 10 / 5.02 / 5.5
li1: 1050 / - / -
met1: 954 / 32.0 / 48
met2: 48 / 29.7 / 44
met5: - / 0 / 0
met4: 0 / 3.21 / 1.8
-- how the worst max path moves through the flow --
stage | from | slack, ns | endpoint
finish | count_reg[26] | 4.06 | b_out_reg
global route | count_reg[26] | 3.78 | b_out_reg
CTS | count_reg[26] | 4.08 | b_out_reg
Power figures rest on the tool's default switching activity, not on a simulated workload.
